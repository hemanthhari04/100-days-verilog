==> design/flow/config.mk <==
export PLATFORM = sky130hd
export DESIGN_NAME = reaction_time_tester
export DESIGN_NICKNAME = reaction_time_tester
export VERILOG_FILES = /design/flow/design.v
export SDC_FILE = /design/flow/constraint.sdc
export NUM_CORES = 4
export LEC_CHECK = 1
export CORE_UTILIZATION = 50
==> design/flow/constraint.sdc <==
current_design reaction_time_tester

set clk_period 6.5
set clk_io_pct 0.2

create_clock -name clk0 -period $clk_period [get_ports {clk}]

set non_clock_inputs [all_inputs -no_clocks]
set_input_delay [expr $clk_period * $clk_io_pct] -clock clk0 $non_clock_inputs
set_output_delay [expr $clk_period * $clk_io_pct] -clock clk0 [all_outputs]
==> design/flow/design.v <==
module reaction_time_tester (
    input clk,               
    input rst,               
    input btn,               
    output reg led,          
    output reg [7:0] reaction_time   
);
    typedef enum reg [1:0] {
        IDLE = 2'b00,
        WAIT_RANDOM = 2'b01,
        WAIT_REACTION = 2'b10,
        SHOW_RESULT = 2'b11
    } state_t;
    state_t state = IDLE;
    reg [25:0] delay_counter = 0;        
    reg [25:0] reaction_counter = 0;
    reg [25:0] random_delay = 26'd20000000;  
    reg btn_prev;
    always @(posedge clk or posedge rst) begin
        if (rst) begin
            state <= IDLE;
            delay_counter <= 0;
            reaction_counter <= 0;
            reaction_time <= 0;
            led <= 0;
            btn_prev <= 0;
        end else begin
            btn_prev <= btn;
            case (state)
                IDLE: begin
                    led <= 0;
                    reaction_time <= 0;
                    if (btn && !btn_prev) begin
                        delay_counter <= 0;
                        random_delay <= 26'd30000000;  
                        state <= WAIT_RANDOM;
                    end
                end
                WAIT_RANDOM: begin
                    if (delay_counter < random_delay) begin
                        delay_counter <= delay_counter + 1;
                    end else begin
                        led <= 1;  
                        reaction_counter <= 0;
                        state <= WAIT_REACTION;
                    end
                end
                WAIT_REACTION: begin
                    if (!btn && btn_prev) begin  
                        reaction_time <= reaction_counter[25:18];  
                        state <= SHOW_RESULT;
                    end else begin
                        reaction_counter <= reaction_counter + 1;
                    end
                end
                SHOW_RESULT: begin
                    led <= 0;
                end
            endcase
        end
    end
endmodule
==> design/flow/run.sh <==
#!/bin/bash
# OpenROAD 26Q1-2900-gdf79404cd8, Yosys 0.63+post, stock flow scripts
make -C /OpenROAD-flow-scripts/flow DESIGN_CONFIG=/design/flow/config.mk WORK_HOME=/design/flow/orfs finish
==> changes_impl.md <==
## Implementation

- Clock Tree Root: clkbuf_8
- Final ANT Viol Nets: 0
- Port Buf Inserts: 11
- Avg WL per Cell: 17.63 µm
- Via count: 3575
- Top Layout Cells: dfrtp_1 (64), nand2_1 (35), nand3_1 (35)
- DIE HEIGHT: 92.28 µm
- Fillers: 680
- OpenROAD warning count: 31
- DRT Wirelength: 9.978 mm
- FP Core Util: 0.5220
- CTS Buffer Depth: 2
- Post-CTS Resized: 0
- CTS Buf Count: 9
- Worst Slack Setup Final: 3113 ps
- Detailed placement HPWL: 6.383 mm
- TNS Setup: 0 ps
- Status: completed
- Crit path max fanout: 53
- Critical Path RT: 6730 ps
- Worst slew margin: 0.4293
- Area delta synth->final: 10.10%
- Ys cells: 458
- Synth unique cells: 51
- Synthesized area: 4075 µm²
- Post-CTS Hold Buffers: 0
- Total chip power: 1.616 mW
- Post CTS Setup Buffer Count: 0
- Die span in x: 92.28 µm
- CP cell instances: inv_1 -> ha_1 -> nand4b_1 -> o21ai_0 -> nor4_1 -> o21a_1 -> buf_4 -> o21ai_0 -> a211o_1
- Global-route wire length before repair: 17.11 mm
- FP Rows: 32
- Leak: 1.835 nW
- Seq share, synth: 0.4077
- Final period utilization: 0.5210
- Hold Slack: 497.2 ps
- Fraction of layout instances using a drive strength above 1: 0.07974
- Cell mode on critical path: o21ai_0
- Initial antenna violation count: 0
- Crit-path max cell delay: 570 ps
- Worst-Margin Slew: 849.5 ps
- Placed cell count: 550
- Final Setup Violations: 0
- Final instance area: 4487 µm²
- Vias in the first global route: 3446
- WS Path Type: reg2reg
- Final Core Density: 0.5747
- CP arrival: 3610 ps
- Main flop type after synthesis: dfrtp_1
- Post-synth EDFFs: 2
- Slowest cell on the critical path: nor4_1
- Synthesized registers: 66
- Clk slew on worst S/H paths: 70 ps
- DR DRC count: 0
- DR vias/cell: 6.316
- Final hold violation count: 0
- Area reported by Yosys stat: 4075 µm²
- RSZ-0062 raised after global routing: false
- Async S/R FF share, synth: 0.9697
- Chip area: 8516 µm²
- Post-layout min period: 3387 ps
- CP top delay family: AND-OR/OR-AND gates
- Inserted Diodes: 0
- DRT Pass-1 Iters: 5
- Cell Area, Placed: 4265 µm²
- Gp weighted congestion: 0.8520
- Cell Pwr Density: 360.1 nW/µm²
- H-tree depth: 3
- CTS sink cnt: 66
- Fin. max-slew vios: 0
- TritonCTS clock tree: yes
- Pre-CTS WS: 3084 ps
- Synth Instances: 458
- Largest net degree at the start of global routing: 54
- Maximum vdd drop: 0.0002298 V
- Buf/Inv on CP: 2
- Dominant logic cell type in the layout: dfrtp_1
- Total GRT Usage: 0.2589
- Total of max-cap violations: 0
- Class of the worst hold path: reg2reg
- Clock Skew: 13.17 ps
- Mean Syn Cell Area: 8.898 µm²
- Worst Setup End Kind: flip-flop
- Achievable clock frequency: 295.3 MHz
- Core Area: 7807 µm²
- Starting DRT DRC Count: 253
- GRT overflow: 0
- Type of origin of the critical path: flip-flop
- Non-filler cells, final: 566
- Ys Warns: 1
- Clock Latency Late Sink: 340 ps
- I/O Pins: 12
## power breakdown
part | total [mW] | switching, mW | internal [mW] | leakage, nW
Combinational | 0.650 | 0.453 | 0.197 | 0.833
Sequential | 0.584 | 0.0998 | 0.484 | 0.895
Clock | 0.382 | 0.170 | 0.212 | 0.107
Total | 1.62 | 0.723 | 0.893 | 1.84
## per-layer routing
layer | vias to the layer above | global-route usage | share of wire
met1 | 1722 | 0.4337 | 0.53
met3 | 7 | 0.05992 | 0.049
met2 | 78 | 0.3626 | 0.41
met4 | 0 | 0.03125 | 0.0071
met5 | - | 0 | 0
li1 | 1768 | - | -
## state kept, by name (all words and copies together), names as in the netlist
name and count:
random_delay 2, reaction_counter 26, led 1, btn_prev 1, reaction_time 8, delay_counter 26
state 2
## cells by family after synthesis
logic type               Yosys count  synth area share
multiplexers                       5           0.01259
other                              2          0.001843
adder cells (fa/ha/maj)           18           0.05527
buffers and inverters             50           0.04667
flip-flops                        66            0.4077
AND/OR/NAND/NOR                  167            0.2192
AND-OR/OR-AND                    150            0.2567
## worst reg2reg max path, delay by kind of cell (launching register included)
family / cells / cell delay, ps
AND-OR/OR-AND: 4 / 1060
AND/OR/NAND/NOR: 2 / 760
flip-flops: 1 / 440
adder cells (fa/ha/maj): 1 / 300
buffers and inverters: 2 / 700
## layout make-up
cell class	instances	area, µm²	area share
Clock buffer	11	162.7	0.03625
Multi-Input combinational cell	342	2227	0.4964
Sequential cell	66	1662	0.3703
Timing Repair Buffer	19	170.2	0.03793
Clock inverter	5	58.81	0.01311
Tap cell	102	127.6	0.02844
Inverter	21	78.83	0.01757
## Yosys cell counts, types with 2 or more instances
cell      count  share of area
or4_4         2         0.0055
a31o_2        2         0.0043
nand3b_1      4         0.0074
a21o_1        3         0.0055
o311ai_0      9          0.019
o21a_1        5         0.0092
nand2_1      35          0.032
inv_1        21          0.019
o41ai_1       2         0.0043
nor3_1       12          0.015
ha_1         18          0.055
buf_2         2         0.0025
edfxtp_1      2          0.015
nand3_1      35          0.043
a31oi_1      22          0.034
nor2_1       22          0.020
a41oi_1       2         0.0043
o211ai_1     10          0.018
o21ai_1       3         0.0037
and2_1        5         0.0077
dfrtp_1      64           0.39
clkbuf_1     27          0.025
nor4_1        2         0.0031
a211o_1       3         0.0064
a21oi_1       9          0.011
nand4_1      19          0.029
o31ai_1      28          0.052
mux2i_1       4         0.0098
and4_1        3         0.0064
a22o_1        9          0.019
o221ai_1      5          0.011
conb_1        2         0.0018
o21ai_0      29          0.036
nand4b_1      3         0.0064
o31a_1        6          0.013
and3_1        8          0.012
nand2b_1      7          0.011
## worst paths after layout
| check | start | to | depth (start not counted) | slack, ps |
|---|---|---|---|---|
| max in group asynchronous | rst | reaction_time[6] | 3 | 4250 |
| hold / removal | reaction_time[5] | reaction_time[5] | 1 | 500 |
| hold reg to reg | reaction_time[5] | reaction_time[5] | 1 | 500 |
| setup / recovery | random_delay[19] | delay_counter[23] | 9 | 3110 |
| min in group asynchronous | rst | reaction_counter[10] | 2 | 1300 |
| setup reg to reg | random_delay[19] | delay_counter[23] | 9 | 3110 |
Power figures rest on the tool's default switching activity, not on a simulated workload.
