$ cat flow/config.mk
export PLATFORM = sky130hd
export DESIGN_NAME = can_rx
export DESIGN_NICKNAME = can_rx
export VERILOG_FILES = /design/flow/design.v
export SDC_FILE = /design/flow/constraint.sdc
export NUM_CORES = 4
export LEC_CHECK = 1
export CORE_UTILIZATION = 50
$ cat flow/run.sh
#!/bin/bash
# OpenROAD 26Q1-2900-gdf79404cd8, Yosys 0.63+post, stock flow scripts
make -C /OpenROAD-flow-scripts/flow DESIGN_CONFIG=/design/flow/config.mk WORK_HOME=/design/flow/orfs finish
$ cat flow/design.v
module can_rx (
    input clk,
    input rst,
    input rx,
    output reg [10:0] id,
    output reg [7:0] data,
    output reg valid
);
    reg [5:0] bit_cnt;
    reg [31:0] shift_reg;
    reg receiving;
    always @(posedge clk or posedge rst) begin
        if (rst) begin
            bit_cnt <= 0;
            receiving <= 0;
            valid <= 0;
        end else begin
            if (!receiving && rx == 0) begin  
                receiving <= 1;
                bit_cnt <= 31;
                valid <= 0;
            end else if (receiving) begin
                shift_reg[bit_cnt] <= rx;
                bit_cnt <= bit_cnt - 1;
                if (bit_cnt == 0) begin
                    receiving <= 0;
                    id <= shift_reg[30:20];
                    data <= shift_reg[7:0];
                    valid <= 1;
                end
            end
        end
    end
endmodule
$ cat flow/constraint.sdc
current_design can_rx

set clk_period 3.7
set clk_io_pct 0.2

create_clock -name clk0 -period $clk_period [get_ports {clk}]

set non_clock_inputs [all_inputs -no_clocks]
set_input_delay [expr $clk_period * $clk_io_pct] -clock clk0 $non_clock_inputs
set_output_delay [expr $clk_period * $clk_io_pct] -clock clk0 [all_outputs]
==> run summary <==
Figures from the implementation reports.

- The count of H-tree levels built during CTS reads 2.
- The warning count from the yosys run reads 1.
- The iteration-0 DRC count of the detailed router reads 103.
- By instance count after routing, the leading logic cell types are sky130_fd_sc_hd__edfxtp_1, sky130_fd_sc_hd__clkdlybuf4s50_1, sky130_fd_sc_hd__nor2_1.
- The setup TNS is 0 ns.
- The synthesized design contains 38 enable-type register cells.
- The final critical-path setup slack reads between 1 and 1.5 ns.
- The met2 global-route usage reads between 30% and 40%.
- OpenROAD reports that the post-layout worst path occupies 72.44% of the period.
- The clock insertion delay at the later pin of the skew report reads roughly 0.29 ns.
- The register-to-register setup slack is 1.02 ns.
- Sequential cells were found to cover roughly three fifths of the synthesized design area.
- The first-pass iteration count of the detailed router reads 5.
- The fraction of the core area occupied by cells at floorplan reads 53.43%.
- The transition time recorded at the tightest slew-check pin is between 0.5 and 0.6 ns.
- The final setup violation count reads 0.
- The die height reads between 60 and 70 um.
- The cell count after synthesis came out at roughly 180.
- The root cell of the clock tree is sky130_fd_sc_hd__clkbuf_8.
- Per the synthesis report, the single largest cell type by area occupies between 50% and 60% of cell area.
- The residual antenna-violating net count after detailed routing reads 0.
- Entering global routing, the biggest net connects 21 pins.
- The timing-limited maximum frequency is 373.1 MHz.
- The report gives the cell count of the worst hold path as 0.
- The number of standard cells in the final layout excluding fillers is 251.
- The primary flip-flop cell chosen by synthesis mapping is sky130_fd_sc_hd__edfxtp_1.
- The report lists the number of cells resized after CTS as 0.
- The count of antenna diodes in the layout reads 0.
- The post-placement cell count reads between 200 and 250.
- The post-synthesis async set-or-reset flop share reads 17.39%.
- The number of buffers added by the clock tree synthesis step reads 5.
- The number of storage elements in the synthesis netlist reads between 40 and 50.
- The yosys stat cell total reads around 180.
- The sort of element at the end of the critical path reads a flip-flop.
- The synthesized chip area reported by yosys reads around 0.0022 mm^2.
- The script computed a power per unit cell area of a little over 700 mW/mm^2.
- Synthesis instantiated roughly 47 different standard cells from the library.
- The final hold violation count reads 0.
- For the final database, setup skew stands at between 0.003 and 0.004 ns.
- The half-perimeter wire length after placement is around 2800 um.
- The sequential cell area is roughly 0.0013 mm^2.
- The critical path endpoint has a required time of around 3.8 ns.
- The first element of the critical path is bit_cnt[0].
- The most frequent logic cell in the layout reads sky130_fd_sc_hd__edfxtp_1.
- The met1 layer usage reported by global route is a little over a third.
- The count of buffers added on input and output ports is 22.
- The category of the worst setup path launch point is a flip-flop.
- The main area contributors are sky130_fd_sc_hd__edfxtp_1, sky130_fd_sc_hd__dfrtp_1, sky130_fd_sc_hd__ha_1, sky130_fd_sc_hd__o31ai_1, sky130_fd_sc_hd__o2bb2ai_1.
- The clock period minus worst slack reads around 2.7 ns.
- The area added between synthesis and finish is 16.85%.
- The clock net sink count is 46.
- In the CTS report, the clock slew at the register clock pins of the worst setup and hold paths is listed as about 0.08 ns.
- The largest driver fanout on the critical path reads 11.
- The met3 layer usage reported by global route is under 10%.
- The critical path is of the reg2reg type.
- The count of maximum capacitance violations reads 0.
- The worst hold path begins at shift_reg[20].
- The final tally of max-slew violations is 0.
- The congestion estimate from routability-driven global placement came to roughly 0.93.
- The share of cells above drive strength 1 is around 5.5%.
- The number of standard-cell rows in the floorplan reads 23.
- The floorplan step set the die width to 68.08 um.
- The number of top-level pins is 23.
- The relative slew slack reads ~62%.
- Setup repair after global routing left no endpoint under its margin.
- The routed wire length is around 4000 um.
- TritonCTS built the clock tree.
- The via count of the first global-routing pass reads roughly 1400.
- Summing every instance area after synthesis gives between 0.002 and 0.0025 mm^2.
- Per the detail_route report, routed wire per instance is between 15 and 20 um.
- The hold buffer count at CTS is 0.
- The final-layout fill cell count reads between 300 and 400.
- The flow ran to the end, and the final reports show no timing, DRC or antenna violations.
- After global routing, the most crowded layer is met1.
- The average cell area after synthesis is between 10 and 15 um^2.
- The maximum buffer depth of the clock tree is 2.
- Prior to clock tree synthesis, the placed netlist has a worst setup slack of roughly 1.0 ns.
- In this run the post-CTS setup repair buffer count came out at 0.
- The die area reads 0.004635 mm^2.
- The class of the tightest hold or removal check is reg2reg.
- The initial antenna violation count reads 0.
- The global-route usage over all layers reads a little over a fifth.
- The leakage component of the power was reported as between 0.8 and 0.9 nW.
- The combined area of the multi-input logic cells is slightly below 800 um^2.
- Per the timing report, the most critical flop-to-flop path originates at bit_cnt[0].
- For the worst flop-to-flop path, the logic depth is 7.
- The leftover overflow at the end of global routing is 0.
- The biggest area contributor in the post-synthesis netlist is sky130_fd_sc_hd__edfxtp_1.
- The post-detailed-route via-to-cell ratio reads ~5.8.
- The count of vias placed by the detailed router reads 1466.
- The maximum vdd drop is 0.0005088 V.
- The area of the placeable core is approximately 0.0041 mm^2.
- The first global-routing pass estimated 6768 um of wire.
- Data arrives at the worst endpoint at 2.73 ns.
- The flip-flop count of the largest register after layout reads 19.
- For hold timing, the worst endpoint is id[0].
- Per the timing report, the most critical flop-to-flop path finishes at shift_reg[4].
- The number of warning messages in the logs reads 30.
- The number of DRC violations after detailed routing is 0.
[synth_stat cells, types with 5 or more instances]
cell and n:
sky130_fd_sc_hd__dfrtp_1 8, sky130_fd_sc_hd__edfxtp_1 38, sky130_fd_sc_hd__ha_1 5, sky130_fd_sc_hd__inv_1 6
sky130_fd_sc_hd__nand2_1 11, sky130_fd_sc_hd__nand3_1 9, sky130_fd_sc_hd__nor2_1 12, sky130_fd_sc_hd__nor2b_1 6
sky130_fd_sc_hd__o21ai_1 10, sky130_fd_sc_hd__o2bb2ai_1 6, sky130_fd_sc_hd__o31ai_1 7
[metrics by stage]
step | power [mW] | area (um^2) | util, % | hold WS [ns]
floorplan | 1.310 | 2183 | - | 0.4187
global placement | 1.445 | 2445 | 59.83 | 0.4306
detailed placement | 1.464 | 2445 | 59.83 | 0.4276
CTS | 1.818 | 2551 | 62.43 | 0.4455
global route | 1.945 | 2551 | 62.43 | 0.4659
finish | 1.817 | 2551 | 62.43 | 0.4446
[where the power goes]
group / leakage, nW / switching, mW / internal (mW)
sequential: 0.446 / 0.137 / 0.686
clock: 0.0524 / 0.153 / 0.202
combinational: 0.382 / 0.391 / 0.248
[worst max-delay path, stage by stage, from the launching register on]
cell	delay (ns)
sky130_fd_sc_hd__dfrtp_1	0.51
sky130_fd_sc_hd__inv_1	0.17
sky130_fd_sc_hd__ha_1	0.30
sky130_fd_sc_hd__nor2b_1	0.18
sky130_fd_sc_hd__and4b_1	0.22
sky130_fd_sc_hd__or3_1	0.49
sky130_fd_sc_hd__and3_1	0.27
sky130_fd_sc_hd__mux2_4	0.29
[final cells by class]
cell class,instances,share of cell area [%]
tap,50,2.452
multi-input combinational,115,30.26
timing repair buffer,25,9.514
inverter,7,1.030
clock inverter,1,1.177
sequential,46,52.57
clock buffer,7,2.992
[how the worst max path moves through the flow]
stage     slack [ns]            to  cells after the start
4_1_cts         1.03  shift_reg[4]                      7
5_1_grt         0.86         id[1]                      6
6_report        1.02  shift_reg[4]                      7
[cell families after synthesis]
group / Yosys count / synth area share, %
and+or+nand+nor: 58 / 14.10
DFF: 46 / 61.43
AOI/OAI and AO/OA: 44 / 14.33
buffers and inverters: 15 / 3.209
muxes: 7 / 3.667
adders and majority gates: 5 / 2.865
xor gates and xnor gates: 1 / 0.4012
[routing by layer]
metal,share of wire (%),vias to the layer above
li1,-,717
met1,46,688
met2,47,55
met3,6.3,6
met4,1.3,0
met5,0,-
No activity file was given, so power comes from the tool's default toggle rates.
