[design.v]
module pwm_led_controller (
    input clk,          
    input rst,          
    output reg led_pwm  
);
    reg [7:0] duty = 0;         
    reg [7:0] counter = 0;      
    reg [23:0] fade_counter = 0;
    reg direction = 0;          
    always @(posedge clk) begin
        counter <= counter + 1;
        led_pwm <= (counter < duty);
    end
    always @(posedge clk or posedge rst) begin
        if (rst) begin
            duty <= 0;
            fade_counter <= 0;
            direction <= 0;
        end else begin
            fade_counter <= fade_counter + 1;
            if (fade_counter == 50000) begin  
                fade_counter <= 0;
                if (direction == 0) begin
                    if (duty < 255)
                        duty <= duty + 1;
                    else
                        direction <= 1;
                end else begin
                    if (duty > 0)
                        duty <= duty - 1;
                    else
                        direction <= 0;
                end
            end
        end
    end
endmodule
[run.sh]
#!/bin/bash
# OpenROAD 26Q1-2900-gdf79404cd8, Yosys 0.63+post, stock flow scripts
make -C /OpenROAD-flow-scripts/flow DESIGN_CONFIG=/design/flow/config.mk WORK_HOME=/design/flow/orfs finish
[config.mk]
export PLATFORM = sky130hd
export DESIGN_NAME = pwm_led_controller
export DESIGN_NICKNAME = pwm_led_controller
export VERILOG_FILES = /design/flow/design.v
export SDC_FILE = /design/flow/constraint.sdc
export NUM_CORES = 4
export LEC_CHECK = 1
export CORE_UTILIZATION = 40
[constraint.sdc]
current_design pwm_led_controller

set clk_period 4.4
set clk_io_pct 0.2

create_clock -name clk0 -period $clk_period [get_ports {clk}]

set non_clock_inputs [all_inputs -no_clocks]
set_input_delay [expr $clk_period * $clk_io_pct] -clock clk0 $non_clock_inputs
set_output_delay [expr $clk_period * $clk_io_pct] -clock clk0 [all_outputs]
==> flow_summary.yaml <==
# flow metrics
clocking:
  cts.hold.buffers_added: 0
  root_buffer: "clkbuf_8"
  cts.path.max_buffers: 2
  clk_latency_ns: 0.29
  h-tree-depth: 2
  clk_pin_slew_worst_paths_ns: 0.08
  ctsResizeCount: 0
  clock_sinks: 42
  cts_tree: "done"
  post-cts-setup-buffers: 0
  numCtsBuffers: 5
yosys:
  ys_types: 40
  yosys.stat.seqShare_pct: 44.7
  yosys_cells: 225
  async_reset_ff_share_pct: 78.6
  edf_count: 0
  ff_type: "dfrtp_1"
  yosysWarnings: 1
  syn_inst: 225
  syn_avg_cell_area_sq_um: 9.99
  netlist_area_sq_um: 2250
  ys_area_sq_um: 2250
  synth-seq-cells: 42
route:
  detail-route-antenna-nets: 0
  antenna-diode-count: 0
  drt_wl_total_um: 3720
  routed-via-count: 1525
  vias_per_cell: 5.03
  drc: 0
  dr.first_iter.drc_count: 48
  post_drt_wl_per_cell_um: 12.3
  dr.pass1.iters: 4
setup_path:
  slowest_delay_ns: 0.73
  rr_worst_depth: 7
  path_delay_family: "simple AND/OR/NAND/NOR gates"
  critPathKind: "reg -> reg"
  cp_data_required_time_ns: 4.58
  worstPathCellList: "inv_1 > ha_1 > nor3b_1 > nand4_1 > nor4_4 > and3_4 > mux2_2"
  timing.rr.start: "fade_counter[0]$_DFF_PP0_"
  cp_max_fo: 15
  critPathCapture: "duty[5]$_DFFE_PP0P_"
  crit_arrival_ns: 2.76
  worstSetupEndpointType: "flop"
  crit_slowest_cell: "nor4_4"
  ff2ff_setup_slack_ns: 1.81
  path_buffers: 1
  r2r_end: "duty[5]$_DFFE_PP0P_"
  cp_num_cells: 7
  startpoint: "fade_counter[0]$_DFF_PP0_"
  start_kind: "flop"
power_and_ir_drop:
  total_power_uw: 686
  leakage_nw: 1.12
  power_density_nw_per_um2: 280
  combPwrFrac_pct: 1.1
  power_switching_uw: 136
  pwr-share-clk_pct: 42.9
  seqPwrFrac_pct: 56.0
  internal_power_uw: 550
  peakVddDrop_mv: 0.183
  swShare_pct: 19.8
layout:
  comb_area_sq_um: 1160
  drive_above_1_share_pct: 5.58
  fin_util_pct: 46.5
  finalNonFillerCells: 303
  fin_area_sq_um: 2450
  nFillCells: 523
  seq_area_sq_um: 1010
  area_growth_pct: 8.96
sta:
  fin_worst_skew_ns: 0.00739
  layout_setup_ws_ns: 1.81
  maxSlewViolCount: 0
  slew_headroom_pct: 49.7
  period_needed_ns: 2.59
  timing.hold.ws_ns: 0.431
  max_freq_mhz: 386
  finalSetupTns_ns: 0
  finalSetupViolations: 0
  post-route-period-util_pct: 58.8
  hold_viol_final: 0
  rsz0062_at_grt: "false"
  tightest_slew_ns: 0.749
run:
  maxCapViolCount: 0
  tool_warnings: 26
min_path:
  whs_path_depth: 1
  hp-class: "reg -> reg"
grt:
  track_usage_pct: 14.7
  grt_pass1_wl_um: 6800
  grt_max_degree: 34
  antenna_found_initial: 0
  grt_pass1_vias: 1495
  grt-ovfl-total: 0
floorplan:
  chipArea_sq_um: 5930
  die_h_um: 77.0
  core_area_sq_um: 5270
  initCoreUtil_pct: 42.7
  placementRows: 26
  die_w_um: 77.0
  io_pins: 3
placed_design:
  port_buffers: 2
  placed_area_sq_um: 2350
  place_ws_ns: 1.83
  dpl.hpwl_um: 2670
  dp.cells: 296
  gp_congestion: 0.842
outcome:
  status: "complete, no violations"
## metal layers
metal | GRT usage [%] | vias to the layer above | wire (um)
met5 | 0 | - | 0
met4 | 1.51 | 0 | 38
met3 | 2.66 | 4 | 77
met2 | 20.8 | 8 | 1520
met1 | 25.2 | 725 | 2080
li1 | - | 788 | -
## cells in the final DEF, fill, tap and decap left out, types with 2 or more instances in the layout
cell             netlist  routed
xor2_1                14      14
nand2_1               15      15
inv_1                 17      17
o21ai_0                8       8
nor3_1                 5       5
o41ai_1                2       2
a21oi_1                4       4
clkbuf_8               0       5
and3_1                11      11
dfrtp_1               33      33
nand4_1                5       5
clkdlybuf4s50_1        0       2
o21a_1                 2       2
nor2_1                21      21
nor4_1                 4       4
a21boi_0               2       2
nand3_1               12      12
xnor2_1               18      18
nand2b_1               2       2
ha_1                  16      16
nor2b_1                4       4
nor3b_1                2       2
dfxtp_1                9       9
## power groups by stage
stage | combinational (mW) | clock (mW) | sequential (mW)
global route | 0.00871 | 0.318 | 0.384
finish | 0.00729 | 0.294 | 0.384
CTS | 0.00791 | 0.304 | 0.384
## logic make-up after synthesis
kind of cell | Yosys count | share of synthesized area [%]
AND-OR/OR-AND | 23 | 6.62
XOR/XNOR | 32 | 12.5
flip-flops | 42 | 44.7
adder cells (fa/ha/maj) | 17 | 9.79
AND/OR/NAND/NOR | 90 | 21.9
buffers and inverters | 19 | 3.56
multiplexers | 2 | 0.946
## cell type report
type                            count  area share, %
Multi-Input combinational cell    164           47.4
Sequential cell                    42           41.1
Tap cell                           70           3.58
Clock buffer                        5           2.81
Inverter                           17           2.60
Clock inverter                      2           1.38
Timing Repair Buffer                3           1.12
## worst min path at each step
stage                              start                 end  slack [ns]
after CTS             counter[0]$_DFF_P_  counter[0]$_DFF_P_        0.44
after global routing  counter[0]$_DFF_P_  counter[0]$_DFF_P_        0.48
final                 counter[0]$_DFF_P_  counter[0]$_DFF_P_        0.43
## cell usage after synthesis (2+ instances only)
library cell / n / area [sq um]
xor2_1: 14 / 123
nor2_1: 21 / 78.8
nor4_1: 4 / 25.0
ha_1: 16 / 200
dfrtp_1: 33 / 826
o41ai_1: 2 / 17.5
a21boi_0: 2 / 15.0
nor3_1: 5 / 25.0
dfxtp_1: 9 / 180
nand2b_1: 2 / 12.5
nor3b_1: 2 / 15.0
nand4_1: 5 / 31.3
nor2b_1: 4 / 25.0
xnor2_1: 18 / 158
nand3_1: 12 / 60.1
inv_1: 17 / 63.8
a21oi_1: 4 / 20.0
nand2_1: 15 / 56.3
o21a_1: 2 / 15.0
o21ai_0: 8 / 40.0
and3_1: 11 / 68.8
## registers in the layout (all words and copies together) (netlist names)
register,cells
fade_counter,24
duty,8
led_pwm,1
direction,1
counter,8
Power is estimated from default activity; no workload was simulated.
